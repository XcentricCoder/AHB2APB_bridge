### design/flow/config.mk
export PLATFORM = sky130hd
export DESIGN_NAME = bridge_rtl
export DESIGN_NICKNAME = bridge_rtl
export VERILOG_FILES = /design/flow/design.v
export SDC_FILE = /design/flow/constraint.sdc
export NUM_CORES = 4
export LEC_CHECK = 1
export CORE_UTILIZATION = 30
### design/flow/constraint.sdc
current_design bridge_rtl

set clk_period 6.7
set clk_io_pct 0.2

create_clock -name clk0 -period $clk_period [get_ports {hclk}]

set non_clock_inputs [all_inputs -no_clocks]
set_input_delay [expr $clk_period * $clk_io_pct] -clock clk0 $non_clock_inputs
set_output_delay [expr $clk_period * $clk_io_pct] -clock clk0 [all_outputs]
### design/flow/design.v
`timescale 1ns / 1ps
module bridge_rtl(
    input hclk, hresetn, hselapb, hwrite,
    input [1:0] htrans,
    input [31:0] haddr, hwdata,
    input [31:0] prdata,
    output reg psel, penable, pwrite,
    output reg hresp, hready,
    output reg [31:0] hrdata, paddr, pwdata
);
    parameter IDLE        = 3'b000;
    parameter READ_SETUP  = 3'b001;
    parameter READ_ENABLE = 3'b010;
    parameter WRITE_WAIT  = 3'b011;
    parameter WRITE_SETUP = 3'b100;
    parameter WRITE_ENABLE = 3'b101;
    parameter WRITE_PIPE  = 3'b110;   
    reg [2:0] present_state, next_state;
    reg [31:0] haddr_temp, hwdata_temp;
    reg valid;
    reg pipe_active;   
    always @(*) begin
        valid = (hselapb == 1'b1) && (htrans == 2'b10 || htrans == 2'b11);
    end
    always @(posedge hclk or negedge hresetn) begin
        if (!hresetn) begin
            present_state <= IDLE;
            haddr_temp <= 32'h0;
            hwdata_temp <= 32'h0;
            pipe_active <= 1'b0;
        end else begin
            present_state <= next_state;
            if (valid && hwrite && present_state == WRITE_WAIT) begin
                haddr_temp <= haddr;
                hwdata_temp <= hwdata;
                pipe_active <= 1'b1;
            end else if (present_state == WRITE_ENABLE) begin
                pipe_active <= 1'b0;
            end
        end
    end
    always @(*) begin
        psel = 1'b0;
        penable = 1'b0;
        pwrite = 1'b0;
        hready = 1'b1;
        hresp = 1'b0;
        hrdata = 32'h0;
        paddr = 32'h0;
        pwdata = 32'h0;
        next_state = present_state;
        case (present_state)
            IDLE: begin
                psel = 1'b0;
                penable = 1'b0;
                hready = 1'b1;
                if (valid) begin
                    if (hwrite) begin
                        next_state = WRITE_WAIT;
                    end else begin
                        next_state = READ_SETUP;
                    end
                end
            end
            READ_SETUP: begin
                psel = 1'b1;
                penable = 1'b0;
                pwrite = 1'b0;
                paddr = haddr;
                hready = 1'b0;   
                next_state = READ_ENABLE;
            end
            READ_ENABLE: begin
                psel = 1'b1;
                penable = 1'b1;
                pwrite = 1'b0;
                paddr = haddr;
                hrdata = prdata;
                if (valid) begin
                    hready = 1'b1;   
                    if (hwrite) begin
                        next_state = WRITE_WAIT;
                    end else begin
                        next_state = READ_SETUP;
                    end
                end else begin
                    hready = 1'b1;
                    next_state = IDLE;
                end
            end
            WRITE_WAIT: begin
                psel = 1'b0;
                penable = 1'b0;
                hready = 1'b1;
                next_state = WRITE_SETUP;
            end
            WRITE_SETUP: begin
                psel = 1'b1;
                penable = 1'b0;
                pwrite = 1'b1;
                paddr = haddr_temp;
                pwdata = hwdata_temp;
                hready = 1'b0;   
                if (pipe_active && valid && hwrite) begin
                    next_state = WRITE_PIPE;
                end else begin
                    next_state = WRITE_ENABLE;
                end
            end
            WRITE_ENABLE: begin
                psel = 1'b1;
                penable = 1'b1;
                pwrite = 1'b1;
                paddr = haddr_temp;
                pwdata = hwdata_temp;
                if (valid) begin
                    hready = 1'b1;   
                    if (hwrite) begin
                        next_state = WRITE_WAIT;
                    end else begin
                        next_state = READ_SETUP;
                    end
                end else begin
                    hready = 1'b1;
                    next_state = IDLE;
                end
            end
            WRITE_PIPE: begin
                psel = 1'b1;
                penable = 1'b1;
                pwrite = 1'b1;
                paddr = haddr_temp;
                pwdata = hwdata_temp;
                hready = 1'b1;   
                next_state = WRITE_SETUP;
            end
            default: begin
                next_state = IDLE;
            end
        endcase
    end
endmodule
### design/flow/run.sh
#!/bin/bash
# OpenROAD 26Q1-2900-gdf79404cd8, Yosys 0.63+post, stock flow scripts
make -C /OpenROAD-flow-scripts/flow DESIGN_CONFIG=/design/flow/config.mk WORK_HOME=/design/flow/orfs finish
==> job_summary.md <==
### Yosys + OpenROAD results

| Metric | Value |
|---|---|
| Status | `finished, final reports clean` |
| Path category of the worst min-delay check | `flip-flop to flip-flop` |
| Register area | `about 1800 um2` |
| R2R Path End | `hwdata_temp[2]$_DFFE_PN0P_` |
| Comb pwr share | `0.163` |
| Largest net degree at the start of global routing | `~67` |
| Worst reg-to-reg setup slack | `5180 ps` |
| H-tree depth | `3` |
| Post-Route WL | `slightly below 9000 um` |
| Cell depth of the worst hold path | `0` |
| Die Width | `between 100 and 150 um` |
| Detailed placement HPWL | `roughly 6000 um` |
| # DRC | `0` |
| Simple-gate portion of the synthesized area | `0.1378` |
| Core Region | `approximately 11000 um2` |
| Hold Startpoint | `present_state[4]$_DFF_PN0_` |
| Leak | `approximately 2.6 nW` |
| P_sw | `approximately 0.00026 W` |
| Initial Util | `0.3140` |
| Root buf cell | `clkbuf_16` |
| Switching fraction of total power | `0.2083` |
| Clock buffer depth | `2` |
| Io pins | `~200` |
| Cell Chain, Critical Path | `clkdlybuf4s50_1 > a22o_1 > clkdlybuf4s50_1` |
| Post-synth cell types | `24` |
| DRT iter0 DRCs | `roughly 120` |
| Yosys cell count | `roughly 270` |
| Final Wtd Congestion | `about 0.76` |
| All-Layer GR Usage | `0.1513` |
| Power Density | `around 220 nW/um2` |
| Chip Area, Yosys | `about 3500 um2` |
| Hold Fails Final Rpt | `0` |
| WP data arrival | `roughly 2500 ps` |
| Share of cells above drive strength 1 | `0.1894` |
| Antenna diodes | `0` |
| Worst Reg-to-Reg Cells | `3` |
| Slew HR | `0.5002` |
| Comb gate area | `between 1500 and 2000 um2` |
| Syn Area/Cell | `~13 um2` |
| Startpoint Class | `input port` |
| Syn Inst Count | `~270` |
| Clock-pin slew on the worst setup and hold paths | `approximately 50 ps` |
| Peak supply drop | `between 0.15 and 0.2 mV` |
| Pre-antenna DRT Iters | `4` |
| Clock skew | `about 8.8 ps` |
| Synthesized cell area | `3478 um2` |
| Fmax | `~260 MHz` |
| Delay-heaviest family, CP | `buffers and inverters` |
| Crit-path most repeated cell | `clkdlybuf4s50_1` |
| FP Rows | `38` |
| Vias post-DR | `between 2000 and 3000` |
| Setup Fix Bufs, Post-CTS | `0` |
| Post-Synth Adder-Cell Area | `0` |
| WHS Endpoint | `present_state[2]$_DFF_PN0_` |
| RSZ-0062 raised after global routing | `no` |
| Most frequent cells in the layout | `clkdlybuf4s50_1, dfrtp_1, and2_1, mux2_2, a22o_1` |
| CP Max Fanout | `2` |
| Final core utilization | `0.5285` |
| Main logic family after synthesis | `multiplexers` |
| Setup TNS | `0 ps` |
| CP Capture Type | `primary output` |
| Total grt overflow | `0` |
| Max-slew violation total from the final report | `0` |
| Cycle use final | `0.5706` |
| Post-synth EDFFs | `0` |
| Crit Path Class | `input port to primary output` |
| Reg-to-reg critical path startpoint | `present_state[6]$_DFF_PN0_` |
| Clock latency (worst-skew pair) | `330 ps` |
| Fillers | `around 960` |
| Die area | `roughly 12000 um2` |
| Die height | `roughly 110 um` |
| Post-layout min period | `3823 ps` |
| Total CTS buffers | `9` |
| Via density | `4.497` |
| Vias in the first global route | `~2700` |
| Routed Antenna Nets | `0` |
| Proportion of power drawn by the clock network | `0.419` |
| Max Cap Viol | `0` |
| Setup violators final | `0` |
| Synth mux share | `0.2072` |
| CTS tree | `built` |
| First-pass GRT wire length | `between 10000 and 15000 um` |
| PostCTS Resize Cnt | `0` |
| Worst Path Buf+Inv | `2` |
| PortBufs | `roughly 200` |
| Seq pwr share | `0.418` |
| Worst endpoint required time | `roughly 5400 ps` |
| Compound Share, Synth | `0.08561` |
| Tool warning count | `26` |
| Synth async-reset ratio | `1.000` |
| Synth Register Bits | `between 70 and 80` |
| Predominant post-synthesis flop cell | `dfrtp_1` |
| Seq/Total Area, Yosys | `0.5183` |
| Initial antenna violation count | `0` |
| Sink Count | `72` |
| Pint | `roughly 0.0010 W` |
| Area fraction in xor and xnor cells | `0` |
| Yosys warns | `1` |
| Slew @ Worst Pin | `~750 ps` |
| Dominant logic cell type in the layout | `clkdlybuf4s50_1` |
| Crit-path slowest cell | `clkdlybuf4s50_1` |
| Crit-path max cell delay | `approximately 500 ps` |
| Area Growth Syn to Fin | `68.31%` |
| Wirelength per Cell | `approximately 14 um` |
| # hold bufs at CTS | `0` |
## power groups by stage
| stage | logic (W) | clock network [W] | registers (W) |
|---|---|---|---|
| after global routing | 0.000229 | 0.000567 | 0.000539 |
| final | 0.000207 | 0.000532 | 0.000530 |
| after CTS | 0.000212 | 0.000551 | 0.000531 |
## worst max-delay path by stage
stage                         startpoint         to  slack (ps)  depth (start not counted)
CTS                             haddr[2]   paddr[2]        2880                          3
global route  present_state[2]$_DFF_PN0_  paddr[29]        2770                          4
finish                          haddr[2]   paddr[2]        2880                          3
## cells in the mapped netlist, drive strengths merged, types with 2 or more instances
cell type   n  area, um2
nor3        2      10.01
a22o       32      280.3
and3        2      12.51
or3         2      17.52
buf        16      147.6
mux2       64      720.7
dfrtp      71       1777
or2         3      18.77
clkbuf      6      22.52
and2       64      400.4
## kinds of logic (layout without fill, tap and decap cells)
family                 count (synthesis)  in the layout
AND-OR/OR-AND                         35             35
buffers and inverters                 23            221
flip-flops                            72             72
multiplexers                          64             64
other                                  1              1
AND/OR/NAND/NOR                       77             77
## state kept, by name, indices dropped and copies added (netlist names)
| signal | cells |
|---|---|
| haddr_temp | 32 |
| hwdata_temp | 32 |
| pipe_active | 1 |
| present_state | 7 |
## area by class of cell
type	instances	share of cell area
flip-flops and latches	72	0.3080
clock buffers	12	0.04552
clock inverters	4	0.01282
multi-input cells	177	0.2565
well taps	140	0.02992
inverters	1	0.0006412
repair buffers	204	0.3467
## metrics by stage
step	hold WS, ps	instance area, um2	total power, W	setup slack (ps)	cells
floorplan	367.3	3478	0.0006222	3859	272
global placement	371.9	5513	0.0007436	2898	594
detailed placement	378.3	5513	0.0007486	2888	594
CTS	390.7	5854	0.001294	2883	610
global route	402.3	5854	0.001336	2774	610
finish	387.2	5854	0.001269	2877	610
## metal layers
layer / vias up / share of wire / GRT usage
met5: - / 0 / 0
met4: 0 / 0.0077 / 0.009524
met3: 8 / 0.090 / 0.05015
met2: 97 / 0.44 / 0.2260
met1: 1302 / 0.46 / 0.2304
li1: 1336 / - / -
Power figures rest on the tool's default switching activity, not on a simulated workload.
